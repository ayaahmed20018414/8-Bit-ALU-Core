[design/flow/config.mk]
export PLATFORM = sky130hd
export DESIGN_NAME = ARITHMEMATIC_UNIT
export DESIGN_NICKNAME = ARITHMEMATIC_UNIT
export VERILOG_FILES = /design/flow/design.v
export SDC_FILE = /design/flow/constraint.sdc
export NUM_CORES = 4
export LEC_CHECK = 1
export CORE_AREA = 10 10 80 80
export DIE_AREA = 0 0 90 90
[design/flow/constraint.sdc]
current_design ARITHMEMATIC_UNIT

set clk_period 3.5
set clk_io_pct 0.2

create_clock -name clk0 -period $clk_period

set non_clock_inputs [all_inputs -no_clocks]
set_input_delay [expr $clk_period * $clk_io_pct] -clock clk0 $non_clock_inputs
set_output_delay [expr $clk_period * $clk_io_pct] -clock clk0 [all_outputs]
[design/flow/design.v]
module adder_8_bit #(parameter WIDTH=8)(input [WIDTH-1:0] A,
input [WIDTH-1:0] B,
input Cin,
output [WIDTH-1:0] C,
output carry_out);
wire C1,C2,C3,C4,C5,C6,C7;
full_adder U0 (.A(A[0]),.B(B[0]),.Cin(Cin),.C(C[0]),.carry_out(C1));
full_adder U1 (.A(A[1]),.B(B[1]),.Cin(C1),.C(C[1]),.carry_out(C2));
full_adder U2 (.A(A[2]),.B(B[2]),.Cin(C2),.C(C[2]),.carry_out(C3));
full_adder U3 (.A(A[3]),.B(B[3]),.Cin(C3),.C(C[3]),.carry_out(C4));
full_adder U4 (.A(A[4]),.B(B[4]),.Cin(C4),.C(C[4]),.carry_out(C5));
full_adder U5 (.A(A[5]),.B(B[5]),.Cin(C5),.C(C[5]),.carry_out(C6));
full_adder U6 (.A(A[6]),.B(B[6]),.Cin(C6),.C(C[6]),.carry_out(C7));
full_adder U7 (.A(A[7]),.B(B[7]),.Cin(C7),.C(C[7]),.carry_out(carry_out));
endmodule
module ARITHMEMATIC_UNIT#(parameter WIDTH=8)(input [WIDTH-1:0] A,
input [WIDTH-1:0] B,
input S2,
input S3,
output reg [WIDTH-1:0] C,
output zero_flag,
output over_flow_flag,
output reg carry_out
);
reg bit_o;
wire [WIDTH-1:0] wire1,carry,overflow,wire2,wire3,carry1;
adder_8_bit #(.WIDTH(WIDTH))U0(.A(A),.B(B),.Cin(1'b0),.C(wire1),.carry_out(carry));
subtractor_8_bit #(.WIDTH(WIDTH))U1(.A(A),.B(B),.C(wire2),.overflow(overflow));
adder_8_bit #(.WIDTH(WIDTH))U2(.A(~B),.B('d1),.Cin(1'b0),.C(wire3),.carry_out(carry1));
always@(*)
 begin
	bit_o=1'b0;
	case({S2,S3})
    	2'b00:begin
		C=wire1;
		carry_out=carry;
	      end
    	2'b01:begin
		C=wire2;
		bit_o=overflow;
	      end
    	2'b11:begin
		C=wire3;
		bit_o=carry1;
	      end
	endcase
 end
assign zero_flag=~(|C);
assign over_flow_flag=(carry_out || bit_o) ? 1'b1:1'b0;
endmodule 
module full_adder (input A,
input B,
input Cin,
output C,
output carry_out);
assign C=A^B^Cin;
assign carry_out= (A&B)|(A&Cin)|(B&Cin);
endmodule
module subtractor_8_bit #(parameter WIDTH=8)(input [WIDTH-1:0] A,
input [WIDTH-1:0] B,
output [WIDTH-1:0] C,
output overflow);
adder_8_bit #(.WIDTH(WIDTH))U0(.A(A),.B(~B),.Cin(1'b1),.C(C),.carry_out(overflow));
endmodule
[design/flow/run.sh]
#!/bin/bash
# OpenROAD 26Q1-2900-gdf79404cd8, Yosys 0.63+post, stock flow scripts
make -C /OpenROAD-flow-scripts/flow DESIGN_CONFIG=/design/flow/config.mk WORK_HOME=/design/flow/orfs finish
==> flow_metrics.py <==
# Synthesis and PnR figures
metrics = {
    "power": {
        "power_density_nw_per_um2": 111,
        "p_leak_nw": 0.610,
        "max-vdd-ir-drop_mv": 0.0213,
        "fin_total_pwr_mw": 0.145,
    },
    "final_timing": {
        "unclocked_regs": 9,
        "finalCriticalPeriod_ps": 4600,
        "whs_ps": 2100,
        "final_hold_viol_count": 0,
        "final.setup.tns_ps": -1100,
        "setup_viol": 1,
        "finalCritPeriodShare_pct": 131,
        "timing.fmax_mhz": 217,
        "slew_violations": 0,
        "setup_ws_ps": -1100,
        "untimed_endpoints": 19,
        "worst_pin_slew_ps": 399,
        "rsz0062_at_grt": "true",
        "maxSlewHeadroom_pct": 73.3,
    },
    "setup_path": {
        "crit_type": "input pin to output port",
        "critPathCaptureType": "output port",
        "required_ps": 2800,
        "crit_arrival_ps": 3900,
        "startpoint_type": "input pin",
        "crit_fanout": 2,
    },
    "yosys": {
        "synth.largest_area_cell": "fa_1",
        "ys_cells": 77,
        "ys_async_sr_fraction_pct": 0,
        "ys_types": 15,
        "synth.cell_area_um2": 791,
        "yosys_area_um2": 791,
        "edf_count": 0,
        "yosysMostFrequentCell": "fa_1",
        "top_cells_by_count": "fa_1 (14), inv_1 (13), dlxtn_1 (9), ha_1 (9), mux2i_1 (9)",
        "syn_area_per_cell_um2": 10.3,
        "area_leaders": "fa_1 (35%), dlxtn_1 (17%), ha_1 (14%)",
        "yosys_warnings": 4,
        "synth_flops": 9,
        "synthCells": 77,
        "synth_top_area_share_pct": 35.4,
        "ys.flop_type": "dlxtn_1",
    },
    "route": {
        "drc": 0,
        "vias": 648,
        "dr.first_iter.drc_count": 9,
        "drt_pass1_iterations": 3,
        "drt_wl_total_um": 1880,
        "ant_nets": 0,
        "detail_route.wl_per_cell_um": 10.0,
        "diodes": 0,
        "via_per_inst": 3.47,
    },
    "finish": {
        "utilization_pct": 27.7,
        "area_growth_pct": 65.3,
        "layout.cell_area.non_filler_um2": 1310,
        "layout-drive-gt1-share_pct": 28.3,
    },
    "die": {
        "die.size.y_um": 90,
        "die_w_um": 90,
        "core_um2": 4720,
        "die_area_um2": 8100,
        "rows": 25,
        "ios": 29,
        "floorplan.core_util_pct": 16.7,
    },
    "global_routing": {
        "grt-ovfl-total": 0,
        "grt_pass1_wl_um": 3350,
        "grt_max_degree": 17,
        "grt_pass1_vias": 733,
        "grt_usage_pct": 4.82,
        "antenna_found_initial": 0,
    },
    "placed_design": {
        "portBuffers": 29,
        "dp_hpwl_um": 1770,
        "placed_cell_area_um2": 1290,
        "gp_congestion": 0.758,
    },
    "cts": {
        "cts_hold_buf": 0,
        "postCtsSetupBuffers": 0,
    },
    "status": {
        "status": "finished, violations left",
        "violations": "setup timing",
    },
    "worst_hold_path": {
        "min_path_type": "input pin to output port",
    },
    "run": {
        "maxCapViolations": 0,
        "warnings": 36,
    },
}
logic make-up after synthesis:
family | after synthesis | synth area share (%)
latches | 9 | 17.1
muxes | 10 | 12.8
and+or+nand+nor | 12 | 7.28
buffers and inverters | 16 | 8.39
AOI/OAI and AO/OA | 7 | 4.75
adders and majority gates | 23 | 49.7
final timing paths:
| check | slack [ps] | depth (start not counted) | endpoint | start |
|---|---|---|---|---|
| max | -1100 | 14 | over_flow_flag | A[0] |
| min | 2100 | 3 | over_flow_flag | S3 |
flip-flops by register name, summed over array words and instances, names as in the netlist:
| name | flops |
|---|---|
| C | 8 |
| carry_out | 1 |
routing by layer:
| layer | track usage (%) | vias up | wire [µm] |
|---|---|---|---|
| met2 | 8.90 | 17 | 912 |
| li1 | - | 334 | - |
| met1 | 6.01 | 297 | 870 |
| met3 | 0.922 | 0 | 94 |
| met4 | 0 | 0 | 0 |
| met5 | 0 | - | 0 |
worst max-delay path: stages:
cell and delay [ps]:
buf_8 100, inv_4 40, ha_4 110, inv_2 30, fa_2 330, fa_2 340
fa_2 340, fa_2 350, fa_2 350, fa_2 350, fa_2 340, mux2_4 270
a21o_1 150, buf_2 100
power breakdown:
part	internal [mW]	switching (mW)	leakage [nW]
sequential	0.0121	0.00214	0.0734
clock	0	0	0
combinational	0.0766	0.0540	0.536
layout by cell type, fill, tap and decap left out:
cell	netlist	routed
ha_1	9	8
nand2_1	1	1
clkdlybuf4s15_1	0	1
clkdlybuf4s15_2	0	1
or2_2	1	1
inv_2	0	2
nor2_1	7	7
or4_1	2	2
mux2i_1	9	9
buf_4	1	17
a21oi_1	6	6
buf_2	2	2
ha_4	0	1
dlxtn_1	9	9
nor2b_1	1	1
buf_8	0	1
inv_4	0	1
a21o_1	1	1
inv_1	13	10
mux2_4	0	1
fa_2	0	7
clkdlybuf4s50_1	0	24
fa_1	14	7
area by class of cell:
class / instances / area, µm²
multi-input cells: 52 / 623
fillers: 499 / 3420
flip-flops and latches: 9 / 135
repair buffers: 46 / 414
well taps: 67 / 83.8
inverters: 13 / 51.3
stage by stage:
| stage | worst slack [ps] | std cells |
|---|---|---|
| 5_1_grt | -1170 | 187 |
| 3_5_place_dp | -1920 | 187 |
| 6_report | -1100 | 187 |
| 4_1_cts | -1320 | 187 |
| 3_3_place_gp | -1910 | 187 |
| 2_1_floorplan | -925 | 77 |
timing repair:
item                                    CTS  global route
endpoints found under the setup margin    1             1
pin swaps                                 9             7
resized                                  25             2
Power and IR drop assume default switching activity.
