==> design/flow/design.v <==
module ALU_TOP#(parameter WIDTH=8)(input [WIDTH-1:0] A,
input [WIDTH-1:0] B,
input CLK,
input RST,
input [3:0]SEL,
output [WIDTH-1:0] C,
output zero_flag,
output over_flow_flag,
output carry_out
);
wire [WIDTH-1:0] wire1,wire2,wire3,wire4;
ARITHMETIC_UNIT #(.WIDTH(WIDTH))AR1(.A(A),.B(B),.S2(SEL[1]),.S3(SEL[0]),.C(wire1),.zero_flag(zero_flag),
.over_flow_flag(over_flow_flag),.carry_out(carry_out));
LOGIC_UNIT #(.WIDTH(WIDTH))LOU1(.A(A),.B(B),.S2(SEL[1]),.S3(SEL[0]),.C(wire2));
SHIFTER_UNIT #(.WIDTH(WIDTH))SH1(.A(A),.B(B),.S2(SEL[1]),.S3(SEL[0]),.C(wire3));
Control_unit #(.WIDTH(WIDTH))CU1(.IN1(wire1),.IN2(wire2),.IN3(wire3),.S(SEL[3:2]),.OUT(wire4));
 REGISTER #(.WIDTH(WIDTH))RG1(.DATA(wire4),.CLK(CLK),.RST(RST),.REG_DATA(C));
endmodule
module Control_unit #(parameter WIDTH=8)(input [WIDTH-1:0] IN1,
 input [WIDTH-1:0] IN2,
 input [WIDTH-1:0] IN3,
 input [1:0] S,
output [WIDTH-1:0] OUT);
wire [WIDTH-1:0] wire1;
MUX2X1 #(.WIDTH(WIDTH))U1(.IN1(IN2),.IN2(IN3),.S(S[0]),.OUT(wire1));
MUX2X1 #(.WIDTH(WIDTH))U2(.IN1(IN1),.IN2(wire1),.S(S[1]),.OUT(OUT));
endmodule
module MUX2X1 #(parameter WIDTH=8)(input [WIDTH-1:0] IN1,
 input [WIDTH-1:0] IN2,
 input S,
output [WIDTH-1:0] OUT);
assign OUT=(S) ? IN2:IN1;
endmodule
module ARITHMETIC_UNIT #(parameter WIDTH=8)(input [WIDTH-1:0] A,
input [WIDTH-1:0] B,
input S2,
input S3,
output reg [WIDTH-1:0] C,
output zero_flag,
output over_flow_flag,
output reg carry_out
);
reg bit_o;
always@(*)
 begin
	bit_o=1'b0;
	case({S2,S3})
    	2'b00:begin
		{carry_out,C}=A+B;
	      end
    	2'b01:begin
		 {bit_o,C}=A-B;
	      end
    	2'b11:begin
		 {bit_o,C}=~B+'d1;
	      end
	endcase
 end
assign zero_flag=~(|C);
assign over_flow_flag=(carry_out || bit_o) ? 1'b1:1'b0;
endmodule
module LOGIC_UNIT #(parameter WIDTH=8)(input [WIDTH-1:0] A,
input [WIDTH-1:0] B,
input S2,
input S3,
output reg [WIDTH-1:0] C
);
always@(*)
 begin
	case({S2,S3})
    	2'b00:begin
		C=A&B;
	      end
    	2'b01:begin
		 C=A^B;
	      end
    	2'b10:begin
		 C=A|B;
	      end
    	2'b11:begin
		 C=~B;
	      end
	endcase
 end
endmodule
module REGISTER #(parameter WIDTH=8)(input [WIDTH-1:0] DATA,
input CLK,
input RST,
output reg [WIDTH-1:0] REG_DATA);
always@(posedge CLK or negedge RST)
 begin
	if(!RST)
	 begin
		REG_DATA<='b0;
	 end
	else
	 begin
		REG_DATA<=DATA;
	 end
 end
endmodule
module SHIFTER_UNIT #(parameter WIDTH=8)(input [WIDTH-1:0] A,
input [WIDTH-1:0] B,
input S2,
input S3,
output reg [WIDTH-1:0] C
);
reg [WIDTH-1:0] bit_R,bit_L;
always@(*)
 begin
bit_R=A>>1;
bit_L=A<<1;
	case({S2,S3})
    	2'b00:begin
		C={A[0],bit_R[WIDTH-2:0]};
	      end
    	2'b01:begin
		 C={bit_L[WIDTH-1:1],A[WIDTH-1]};
	      end
    	2'b10:begin
		 C=bit_R;
	      end
    	2'b11:begin
		 C=bit_L;
	      end
	endcase
 end
endmodule
==> design/flow/run.sh <==
#!/bin/bash
# OpenROAD 26Q1-2900-gdf79404cd8, Yosys 0.63+post, stock flow scripts
make -C /OpenROAD-flow-scripts/flow DESIGN_CONFIG=/design/flow/config.mk WORK_HOME=/design/flow/orfs finish
==> design/flow/config.mk <==
export PLATFORM = sky130hd
export DESIGN_NAME = ALU_TOP
export DESIGN_NICKNAME = ALU_TOP
export VERILOG_FILES = /design/flow/design.v
export SDC_FILE = /design/flow/constraint.sdc
export NUM_CORES = 4
export LEC_CHECK = 1
export CORE_UTILIZATION = 30
==> design/flow/constraint.sdc <==
current_design ALU_TOP

set clk_period 3.6
set clk_io_pct 0.2

create_clock -name clk0 -period $clk_period [get_ports {CLK}]

set non_clock_inputs [all_inputs -no_clocks]
set_input_delay [expr $clk_period * $clk_io_pct] -clock clk0 $non_clock_inputs
set_output_delay [expr $clk_period * $clk_io_pct] -clock clk0 [all_outputs]
==> flow_summary.yaml <==
# generated from flow reports
yosys:
  synth-async-reset-ratio: 0.471
  top_area_cell: "ha_1"
  yosys_cells: 229
  common_cells: "inv_1 (28), ha_1 (25), nand2_1 (17)"
  ys_ff: 17
  synth_cell_types: 54
  ys_warn_count: 4
  top_cell_area_share: 0.159
  syn_area_mm2: 0.00197
  yosys_area_mm2: 0.00197
  topCellsByArea: "ha_1 (16%), dfrtp_1 (10%), mux4_2 (8.0%)"
  synth.most_common_cell: "inv_1"
  synth_area_per_cell_um2: 8.58
  edf_count: 0
  ff_type: "dlxtn_1"
  netlist_instances: 229
flow_run:
  maxCapViolCount: 0
  warning_count: 41
clocking:
  cts_tree: "done"
  root_buffer: "clkbuf_8"
  htreeDepth: 1
  cts_hold_buf: 0
  cts.reportedPaths.clkPinSlew_ns: 0.04
  numCtsBuffers: 3
  clockBufferDepth: 2
global_route:
  grt_usage: 0.147
  antenna_found_initial: 0
  grt_max_degree: 28
  grt_pass1_vias: 1796
  grt.overflow.total: 0
  grt_pass1_wl_um: 8360
route:
  drc: 0
  avgRoutedWirePerCell_um: 13.2
  drt-initial-drc-count: 57
  finalWirelength_um: 4810
  num_vias: 1822
  drtAntennaViolNets: 0
  drt-pass1-iter-count: 4
  antenna_cells: 0
  vias_per_cell: 5.01
power:
  vdd_ir_drop_max_v: 0.000186
  p_per_area_mw_per_mm2: 196
  p_leak_uw: 0.00121
sta:
  max_freq_mhz: 289
  final-setup-viol-count: 0
  finalCritPeriodShare: 0.961
  setup_ws_ns: 0.141
  drv_slew: 0
  setup_tns_ns: 0
  whs_ns: 0.762
  fin_crit_ns: 3.46
  slew_headroom: 0.617
  unclocked_regs: 9
  tightest_slew_ns: 0.572
  hold_viol_final: 0
  rsz0062_at_grt: "false"
  untimed_endpoints: 11
worst_setup_path:
  worstSetupEndpoint: "over_flow_flag"
  critical_path.max_stage_delay_ns: 0.37
  cp_slowest_cell: "fa_2"
  required_ns: 2.88
  path_max_fanout: 2
  start_kind: "primary input"
  critPathCaptureType: "output port"
  timing.critical_path.mode_cell: "dlygate4sd2_1"
  crit_chain: "dlygate4sd2_1 -> ha_2 -> fa_2 -> o21bai_4 -> nand2_1 -> o31ai_2 -> buf_4 -> a211oi_1 -> or3_1 -> dlygate4sd2_1"
  crit_type: "primary input to output port"
  startpoint: "B[0]"
  crit_arrival_ns: 2.74
min_path:
  hold_class: "primary input to async pin"
floorplanning:
  die_area_mm2: 0.00688
  ioPinCount: 33
  die-width_um: 82.9
  die_height_um: 82.9
  fp-utilization: 0.310
  rows: 29
  core_area_mm2: 0.00635
finish:
  drive_gt1_frac: 0.272
  syn_to_final_growth_pct: 36.3
run_status:
  outcome: "completed"
placement:
  portBuffers: 32
  place_ws_ns: -0.421
  gp_congestion: 0.881
  dp_hpwl_um: 4000
==> cells in the final DEF, fill, tap and decap left out, types with 3 or more instances in the layout <==
master           count
mux2_4               4
ha_4                 3
o211ai_1             7
mux4_2               7
or4_1                3
o21ai_0             15
inv_1               26
clkdlybuf4s50_1     27
dlxtn_1              9
dlygate4sd2_1        3
ha_1                21
dfrtp_1              8
nor2b_1              3
clkbuf_8             3
xor2_1               3
a21oi_1             14
mux2i_1              4
nor2_1              12
xnor2_1              7
nand2_1             17
buf_4               37
nor3_1               4
o21ai_2              3
inv_2                3
==> cell families (layout without fill, tap and decap cells) <==
logic type	Yosys count	after routing	share of synthesized area
AND-OR/OR-AND	62	62	0.216
AND/OR/NAND/NOR	52	52	0.134
buffers and inverters	43	101	0.0993
multiplexers	18	18	0.156
adder cells (fa/ha/maj)	27	27	0.180
XOR/XNOR	10	10	0.0446
latches	9	9	0.0687
flip-flops	8	8	0.102
==> cell type report <==
type | instances | area [um2]
fillers | 606 | 3670
repair buffers | 69 | 597
multi-input cells | 169 | 1500
clock buffers | 3 | 41.3
well taps | 77 | 96.3
inverters | 29 | 109
flip-flops and latches | 17 | 335
==> critical path: cells and delay by family <==
family / cells / cell delay (ns)
compound gates: 3 / 0.35
fa+ha+maj: 2 / 0.57
buf+inv: 3 / 0.64
simple gates: 2 / 0.45
==> stage by stage <==
stage	util	instance area [um2]	power, uW	cells
6_report	0.422	2680	525	364
2_1_floorplan	-	1970	290	229
3_3_place_gp	0.404	2570	415	360
5_1_grt	0.422	2680	571	364
4_1_cts	0.416	2640	526	364
3_5_place_dp	0.404	2570	416	360
==> worst min path at each step <==
stage | end | slack, ns | depth (start not counted)
after CTS | RG1.REG_DATA[1] | 0.77 | 1
after global routing | RG1.REG_DATA[2] | 0.79 | 1
final | RG1.REG_DATA[0] | 0.76 | 1
==> where the power goes <==
| part | leakage (uW) | internal, uW | switching (uW) |
|---|---|---|---|
| clock | 0.0000216 | 71.9 | 29.4 |
| combinational | 0.00102 | 167 | 142 |
| sequential | 0.000167 | 111 | 4.08 |
==> repair_timing <==
action	in CTS	in global routing
resized	12	5
setup buffers	1	0
pin swaps	6	2
endpoints found under the setup margin	1	1
==> metal layers <==
metal  routed length [um]  track usage  up-vias
li1                     -            -      923
met1                 2300        0.213      859
met2                 2300        0.245       38
met3                  190       0.0212        2
met4                   19       0.0157        0
met5                    0            0        -
==> state kept, by name (all words and copies together) (netlist names) <==
register       flops
AR1.C              8
AR1.carry_out      1
RG1.REG_DATA       8
No activity file was given, so power comes from the tool's default toggle rates.
